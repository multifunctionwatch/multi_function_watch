$ cat design/flow/run.sh
#!/bin/bash
# OpenROAD 26Q1-2900-gdf79404cd8, Yosys 0.63+post, stock flow scripts
make -C /OpenROAD-flow-scripts/flow DESIGN_CONFIG=/design/flow/config.mk WORK_HOME=/design/flow/orfs finish
$ cat design/flow/config.mk
export PLATFORM = sky130hd
export DESIGN_NAME = memory_one_addr_bus
export DESIGN_NICKNAME = memory_one_addr_bus
export VERILOG_FILES = /design/flow/design.v
export SDC_FILE = /design/flow/constraint.sdc
export NUM_CORES = 4
export LEC_CHECK = 1
export CORE_UTILIZATION = 50
export SYNTH_HDL_FRONTEND = slang
$ cat design/flow/design.v
`timescale 1ns / 1ps
module D_flip_flop_n(
    input d, 
    input clk, reset_p, en,
    output reg q);
    always @(negedge clk, posedge reset_p)begin
        if(reset_p)q = 0;
        else if(en)q = d;
    end
endmodule
module D_flip_flop_p(
    input d, 
    input clk, reset_p, en,
    output reg q);
    always @(posedge clk)begin
        if(reset_p)q = 0;
        else if(en)q = d;
    end
endmodule
module T_flip_flop_n(
    input clk, reset_p,
    input en,
    input t,
    output reg q);
    always @(negedge clk, posedge reset_p)begin
        if(reset_p)q = 0;
        else if(en & t) q = ~q;
    end
endmodule
module T_flip_flop_p(
    input clk, reset_p, en, t,
    output reg q, qbar);
    always @(posedge clk, posedge reset_p)begin
        if(reset_p)begin
            q = 0;
            qbar = 1;
        end
        else if(en & t) begin
            q = ~q;
            qbar = ~q;
        end
    end
endmodule
module up_counter_asyc(
    input clk, reset_p,
    output [3:0] count);
    T_flip_flop_n cnt0(.clk(clk), .reset_p(reset_p), .en(1), .t(1), .q(count[0]));
    T_flip_flop_n cnt1(.clk(count[0]), .reset_p(reset_p), .en(1), .t(1), .q(count[1]));
    T_flip_flop_n cnt2(.clk(count[1]), .reset_p(reset_p), .en(1), .t(1), .q(count[2]));
    T_flip_flop_n cnt3(.clk(count[2]), .reset_p(reset_p), .en(1), .t(1), .q(count[3]));
endmodule
module down_counter_asyc(
    input clk, reset_p,
    output [3:0] count);
    T_flip_flop_p cnt0(.clk(clk), .reset_p(reset_p), .en(1), .t(1), .q(count[0]));
    T_flip_flop_p cnt1(.clk(count[0]), .reset_p(reset_p), .en(1), .t(1), .q(count[1]));
    T_flip_flop_p cnt2(.clk(count[1]), .reset_p(reset_p), .en(1), .t(1), .q(count[2]));
    T_flip_flop_p cnt3(.clk(count[2]), .reset_p(reset_p), .en(1), .t(1), .q(count[3]));
endmodule
module up_counter_p(
    input clk, reset_p,
    output reg [3:0] count);
    always @(posedge clk, posedge reset_p)begin
        if(reset_p)count = 0;
        else count = count + 1;
    end
endmodule
module down_counter_p(
    input clk, reset_p,
    output reg [3:0] count);
    always @(posedge clk, posedge reset_p)begin
        if(reset_p)count = 4'b1111;
        else count = count - 1;
    end
endmodule
module down_counter_n(
    input clk, reset_p,
    output reg [3:0] count);
    always @(negedge clk or posedge reset_p)begin
        if(reset_p)count = 4'b1111;
        else count = count - 1;
    end
endmodule
module ring_counter(
    input clk, reset_p,
    output reg [3:0] q);
    always @(posedge clk or posedge reset_p)begin
        if(reset_p)q = 4'b0001;
        else begin
            if(q[0] + q[1] + q[2] + q[3] != 1) q = 4'b0001;
            else q = {q[2:0], q[3]};
        end
    end
endmodule
module ring_counter_led(
    input clk, reset_p,
    output reg [15:0] led);
    reg [31:0] clk_div;
    always @(posedge clk)clk_div = clk_div + 1;
    wire clk_div22_ed_p;    
    edge_detector_n edn(.clk(clk), .reset_p(reset_p),
                        .cp(clk_div[22]), .p_edge(clk_div22_ed_p));
    always @(posedge clk or posedge reset_p)begin
        if(reset_p)led = 16'b0000_0000_0000_0001;
        else if(clk_div22_ed_p)led = {led[14:0], led[15]};
    end
endmodule
module edge_detector_n(
    input clk, reset_p,
    input cp,
    output p_edge, n_edge);
    reg ff_cur, ff_old;
    always @(negedge clk, posedge reset_p)begin
        if(reset_p)begin
            ff_cur = 0;
            ff_old = 0;
        end
        else begin
            ff_old = ff_cur;
            ff_cur = cp;
        end
    end
    assign p_edge = ({ff_cur, ff_old} == 2'b10) ? 1 : 0;
    assign n_edge = ({ff_cur, ff_old} == 2'b01) ? 1 : 0;
endmodule
module edge_detector_p(
    input clk, reset_p,
    input cp,
    output p_edge, n_edge);
    reg ff_cur, ff_old;
    always @(posedge clk, posedge reset_p)begin
        if(reset_p)begin
            ff_cur = 0;
            ff_old = 0;
        end
        else begin
            ff_old = ff_cur;
            ff_cur = cp;
        end
    end
    assign p_edge = ({ff_cur, ff_old} == 2'b10) ? 1 : 0;
    assign n_edge = ({ff_cur, ff_old} == 2'b01) ? 1 : 0;
endmodule
module ring_counter_led_flag(
    input clk, reset_p,
    output reg [15:0] led);
    reg [31:0] clk_div;
    always @(posedge clk)clk_div = clk_div + 1;
    reg flag;
    always @(posedge clk or posedge reset_p)begin
        if(reset_p)begin
            led = 16'b0000_0000_0000_0001;
            flag = 0;
        end
        else begin
            if(clk_div[22] && flag == 0)begin
                led = {led[14:0], led[15]};
                flag = 1;
            end
            if(clk_div[22] == 0)flag = 0;
        end
    end
endmodule
module SISO(
    input clk, reset_p,
    input d,
    input en,
    output f);
    reg [7:0] register_siso;
    always @(posedge clk, posedge reset_p)begin
        if(reset_p)register_siso = 0;
        else if(en)begin
            register_siso = {d, register_siso[7:1]};
        end
    end
    assign f = register_siso[0];
endmodule
module SIPO(
    input clk, reset_p,
    input d,
    input rd_en,
    output [7:0] q
);
    reg [7:0] register_sipo;
    always @(posedge clk, posedge reset_p)begin
        if(reset_p)register_sipo = 0;
        else register_sipo = {d, register_sipo[7:1]};
    end
    assign q = rd_en ? register_sipo : 8'bz;
endmodule
module PISO(
    input clk, reset_p,
    input [7:0] d,
    input shift_load,
    output q);
    reg [7:0] register_piso;
    always @(posedge clk, posedge reset_p)begin
        if(reset_p)register_piso = 0;
        else begin
            if(shift_load)register_piso = {1'b0, register_piso[7:1]};
            else register_piso = d;
        end
    end
    assign q = register_piso[0];
endmodule
module memory(
    input clk, reset_p,
    input [7:0] i_data,
    input [9:0] wr_addr, rd_addr,
    output reg [7:0] o_data);
    reg [7:0] ram [0:1023];
    always @(posedge clk)begin
        ram[wr_addr] = i_data;
        o_data = ram[rd_addr];
    end
endmodule
module memory_one_addr_bus(
    input clk, reset_p,
    input [7:0] i_data,
    input wr_rd,
    input [9:0] addr,
    output reg [7:0] o_data);
    reg [7:0] ram [0:1023];
    always @(posedge clk)begin
        if(wr_rd)ram[addr] = i_data;
        else o_data = ram[addr];
    end
endmodule
$ cat design/flow/constraint.sdc
current_design memory_one_addr_bus

set clk_period 48.4
set clk_io_pct 0.2

create_clock -name clk0 -period $clk_period [get_ports {clk}]

set non_clock_inputs [all_inputs -no_clocks]
set_input_delay [expr $clk_period * $clk_io_pct] -clock clk0 $non_clock_inputs
set_output_delay [expr $clk_period * $clk_io_pct] -clock clk0 [all_outputs]
==> run notes <==
run results: Remaining DRCs 0, Placer Congestion 0.897, fin area between 0.3 and 0.4 mm^2, Yosys cell types approximately 53, total gr overflow 0, DP Cell Count approximately 25000, CTS Root Cell clkbuf_16, Min Hold Slack just under 0.9 ns, vias in the first global route approximately 170k, part of the Yosys area used for sequential elements between 70 and 80%, WL per Instance 31.3 um, Tot Pwr approximately 14 mW, switching share of power 21.2%, worst hold path stage count 5, Final TNS setup 0 ns, ys cells 17483, fmax just over 0.06 GHz, Async S/R FF share, synth 0%, CTS tree yes, fillcell total around 47000, die span in x approximately 800 um, FP Core Util about half, Slew Limit Headroom around a fifth, Core ar. 0.629 mm^2, crit start category input pin, Leakage 118 nW, status complete, no violations, fin cells 26928, dpl cell area roughly 0.33 mm^2, wire length of the first global-routing pass 1200 mm, Psw approximately 3.1 mW, power per standard cell area approximately 41 mW/mm^2, All-Layer GR Usage 29.7%, worst skew pair latency 1.16 ns, final hold vios 0, Area Growth Syn to Fin 11.5%, Pre-antenna DRT Iters 6, CP max FO between 70 and 80, final core occ 56.1%, Setup CP Type input pin to register, worst slew pin tran ~1.2 ns, Die Y 797 um, Log Warnings around 52, port buffer count 27, Int Power between 10 and 15 mW, ANT nets after route 0, register area 0.246 mm^2, cell count after synthesis between 15000 and 20000, Final Max Slew Viols 0, CTS sink cnt about 8200, DR iter-0 viols approximately 11000, Largest stage delay, worst path 0.81 ns, CP endpoint kind register, critical-path cell list buf_16, buf_4, buf_4, buf_4, buf_4, buf_4, buf_4, buf_4, mux2i_1, o22ai_1, nor4_1, a31oi_1, nand4_1, nand2_1, or4_1, Setup-failing EPs final 0, DR vias/cell between 5 and 6, # Max-Cap Violations 0, CP top delay family buffers and inverters, layout cell share with drive strength beyond 1 between 10% and 20%, RSZ-0062 raised after global routing no, Rows 291, Comb power frac 4.2%, yosys stat area 0.316 mm^2, Inserted Clock Buffers 821, initial antenna violation count between 50 and 60, Die Size around 0.64 mm^2, DR vias roughly 160k, fin crit share approximately a third, count of library flops with an enable pin around 8200, Critical Path AT about 17 ns, largest net degree at the start of global routing ~130, I/O pin count 29, Clk pwr share between 40% and 50%, Avg Cell Area, Syn approximately 18 um^2, clk buf depth 4, DRT Wirelength 844 mm, WP buf/inv 8, fin crit period 16.19 ns, pre-CTS WS around 31 ns, Clock Skews approximately 0.064 ns, ys flop type edfxtp_1, Resize count post-CTS 0, maximum vdd drop about 0.04 mV, ys flops about 8000, yosys warns 0, Sequential Power Share between 50% and 60%, postcts setup bufs 0, logic area 0.0655 mm^2, hold_buf cts 0, Reg2Reg Depth 6, Synth Cell Area ~0.32 mm^2, crit-path most repeated cell buf_4, CP required a little under 50 ns, class of the worst hold path register to register, clk slew on worst S/H paths 0.06 ns, DP Wirelength 515 mm, critical path's slowest cell nor4_1, final worst setup slack 32.21 ns, Max H-tree Level 6, Crit. path cell count 15
## cells in the mapped netlist, types with 7 or more instances
master	n	share of area (%)
o22ai_1	1514	3.0
or4_1	18	0.043
nand2_1	217	0.26
nand4_1	85	0.17
clkbuf_1	467	0.55
mux2_2	58	0.21
nor2_1	1390	1.6
and2_1	7	0.014
a211oi_2	18	0.071
mux4_1	8	0.066
nor4_1	282	0.56
a211oi_1	39	0.093
o22a_1	51	0.14
mux2i_1	3595	11
nor3_1	176	0.28
edfxtp_1	8200	78
buf_4	11	0.026
a31oi_1	77	0.15
o2111ai_1	54	0.15
buf_6	12	0.043
or3_1	9	0.018
nand3_1	63	0.10
buf_2	519	0.82
a22oi_1	30	0.071
mux4_2	247	1.8
o21ai_0	168	0.27
buf_1	108	0.13
## worst paths after layout
path / startpoint / endpoint / slack, ns
worst min-delay path: ram[5146] / o_data[2] / 0.89
worst max register to register: ram[3434] / o_data[2] / 44.01
worst min register to register: ram[5146] / o_data[2] / 0.89
worst max-delay path: addr[1] / o_data[5] / 32.21
## layout by cell type (no fill, tap or decap), drive strengths merged, types with 85 or more instances in the layout
cell type	n
buf	655
clkbuf	1063
clkinv	364
edfxtp	8200
mux2i	3595
mux4	255
nand2	217
nand4	85
nor2	1390
nor3	176
nor4	282
o21ai	169
o22ai	1514
## state kept, by name, summed over array words and instances (netlist names)
register,count
ram,8192
o_data,8
## power groups by stage
stage                 Clock (mW)  Sequential, mW  Combinational [mW]
after CTS                   6.07            7.82               0.609
after global routing        6.35            7.82               0.646
final                       5.99            7.82               0.606
## tightest hold or removal path, cell delays in order, from the launching register on
cell and delay, ns:
edfxtp_1 0.31, mux2i_1 0.06, nor2_1 0.08, nor4_1 0.11, nor3_1 0.13, or4_1 0.13
## per-layer routing
layer  global-route usage, %  vias up  routed length (um)
li1                        -    71165                   -
met1                    40.1    81063              282000
met2                    41.3     7770              387000
met3                    21.8     1416              144000
met4                    8.21      104               29700
met5                    1.02        -                1300
## area by class of cell
| class | count | share of cell area, % |
|---|---|---|
| Timing Repair Buffer | 665 | 1.52 |
| Clock inverter | 429 | 0.967 |
| Clock buffer | 1062 | 6.17 |
| Inverter | 4 | 0.00425 |
| Sequential cell | 8200 | 69.8 |
| Tap cell | 8350 | 2.96 |
| Antenna cell | 62 | 0.0440 |
| Multi-Input combinational cell | 8156 | 18.5 |
## kinds of logic (layout without fill, tap and decap cells)
family,Yosys count,in the layout,synth area share [%]
multiplexers,3908,3908,13.4
buffers and inverters,1127,2160,1.61
AND-OR/OR-AND,1963,1963,3.97
AND/OR/NAND/NOR,2285,2285,3.18
other,0,62,0
flip-flops,8200,8200,77.8
No activity file was given, so power comes from the tool's default toggle rates.
